[./design.v]
package common;
   localparam I2S_BITS = 32;
   typedef enum   logic {REF_x48, REF_x44} Reference;
   typedef enum   logic [1:0]  { x1, x2, x4, x8 } BITRATE;
   typedef enum   logic [1:0]  { b16, b24, b32 } BITNUM;
   typedef enum   logic [1:0] {NOS16, NOS18, NOS20, NOS24} NOS_BITNUM;
   typedef struct packed {
      logic 	  bck;
      logic 	  lrck;
      logic 	  data;
   } I2S;
   typedef enum   logic [2:0]	  
		  {
		   MCLK_256fs,
		   MCLK_384fs,
		   MCLK_512fs,
		   MCLK_768fs,
		   MCLK_1024fs
		   } MCLK;
endpackage  
module clk_div3(in,resetn, out);
   input in;
   input resetn;
   output out;
   reg [1:0] pos_count = 1'b0, neg_count = 1'b0;
   wire [1:0] r_nxt;
   always @(posedge in)
     if (!resetn)
       pos_count <=0;
     else if (pos_count ==2) pos_count <= 0;
     else pos_count<= pos_count + 2'd1;
   always @(negedge in)
     if (!resetn)
       neg_count <=0;
     else  if (neg_count ==2) neg_count <= 0;
     else neg_count<= neg_count + 2'd1;
   assign out = ((pos_count == 2) | (neg_count == 2));
endmodule  
[./run.sh]
#!/bin/bash
# OpenROAD 26Q1-2900-gdf79404cd8, Yosys 0.63+post, stock flow scripts
make -C /OpenROAD-flow-scripts/flow DESIGN_CONFIG=/design/flow/config.mk WORK_HOME=/design/flow/orfs finish
[./config.mk]
export PLATFORM = sky130hd
export DESIGN_NAME = clk_div3
export DESIGN_NICKNAME = clk_div3
export VERILOG_FILES = /design/flow/design.v
export SDC_FILE = /design/flow/constraint.sdc
export NUM_CORES = 4
export LEC_CHECK = 1
export CORE_AREA = 10 10 70 70
export DIE_AREA = 0 0 80 80
[./constraint.sdc]
current_design clk_div3

set clk_period 1.0
set clk_io_pct 0.2

create_clock -name clk0 -period $clk_period [get_ports {in}]

set non_clock_inputs [all_inputs -no_clocks]
set_input_delay [expr $clk_period * $clk_io_pct] -clock clk0 $non_clock_inputs
set_output_delay [expr $clk_period * $clk_io_pct] -clock clk0 [all_outputs]
==> notes.md <==
Results of the flow run.

The detailed router used layers up to and including met3. The worst hold path belongs to the class flip-flop to flip-flop. The clock network latency to the later pin of the worst-skew pair stands at 0.29 ns. In this run the remaining antenna-violating nets after routing total 0. The worst setup margin stands at -0.794 ns. The count of pins over their slew limit stands at 0. The total wire length after detailed routing stands at 340 um. The required time reported for the critical path endpoint stands at 0.80 ns. The number of unique standard cell types used by synthesis stands at 6.

Per the post-synthesis stats, the area per cell is 12.0 um^2. The die span in y stands at 80 um. The cell sitting at the root of the clock tree is a sky130_fd_sc_hd__clkbuf_4. By instance count after routing, the leading logic cell types are sky130_fd_sc_hd__nor3b_2 (4), sky130_fd_sc_hd__buf_4 (4), sky130_fd_sc_hd__inv_1 (3), sky130_fd_sc_hd__clkbuf_4 (3). The number of DRC markers in iteration 0 stands at 8.

The relative contribution of the clock network to total power stands at 0.411. STA classifies the critical path startpoint as a flip-flop. The largest net degree at the start of global routing stands at 4.

The weighted congestion at the end of routability-driven global placement stands at 0.604. TritonCTS built the clock tree. The routed via count stands at 134.

The number of warnings reported in the stage logs is 30. The utilization after layout stands at 0.0941. The leakage power total stands at 0.132 nW. The maximum fanout along the worst path stands at 2. The number of buffers created by CTS stands at 3. The net switching power in the latest report is 166 uW.

The number of max-capacitance violations reported stands at 0. In the Yosys report the total cell count is 14. The arrival time of data at the worst endpoint is listed as 1.59 ns. According to the I/O placement log, the pin count is 3. The post-route worst hold slack stands at 0.400 ns.

In the final routing, the length of wire on met1 measures 125 um. The first global-routing pass estimated 579 um of wire. The half-perimeter wire length after detailed placement stands at 254 um. The die footprint stands at 0.00640 mm^2.

The total of endpoints with negative setup slack in the final report stands at 1. The initial antenna violation count came to 1. The flow ran to the end, but the final reports show violations. The detailed router reports a met3 wire length of 99 um.

The number of hold buffers added after CTS was 0. In the final routed layout, each cell accounts on average for 4.72 um. The internal power of the cells totals 453 uW.

In the final layout, the share of cells above drive strength 1 is 0.640. The placement report lists the number of port buffers as 2. For this design, the sink count on the clock tree is 4. The first-pass iteration count of the detailed router stands at 2. The worst voltage drop across the vdd grid stands at 0.000278 V.

The mapped netlist covers 168 um^2. The number of global-route vias before repair stands at 155. The met2 wirelength from detailed routing stands at 115 um. For this run the aggregate overflow at the end of global routing stands at 0. The worst setup skew after layout stands at 0.000373 ns. The starting utilization of the core area stands at 0.0491. Setup repair after global routing could not meet its margin everywhere. STA classifies the critical path endpoint as a primary output.

In this run the horizontal extent of the chip is 80 um. According to the floorplan report, the placeable core area is 0.00342 mm^2. The power per cell area stands at 1930 mW/mm^2. The all-layer global routing usage stands at 0.0134. The critical path is of the flip-flop to primary output type. Of the total power, combinational logic draws 0.243. The net switching fraction of the power stands at 0.268. The largest buffer count on any clock path stands at 2. The standard-cell row count stands at 21. After detailed routing, the number of remaining DRC violations is 0. The flip-flop and latch count after synthesis stands at 4.

The relative max-transition margin stands at 0.927. The checks that failed: negative setup slack. The final hold violation count recorded for this run is 0. The power report attributes to the sequential group a share of 0.346. Synthesis produced 14 cells. In this run the number of H-tree levels came out at 1. Relative to the synthesized area, the layout overhead comes to 91.8%. The sequential area share after synthesis stands at 0.478. In the routed layout, each cell is associated on average with a via count of 1.86.

The clock transition at the registers of the reported paths stands at 0.04 ns. For this run, the number of Yosys warnings is 1. The worst-margin pin slew stands at 0.109 ns. The post-synth area from yosys stat stands at 168 um^2.
==> power by group through the flow <==
stage | Clock, mW | Combinational, mW | Sequential, mW
after CTS | 0.272 | 0.150 | 0.212
after global routing | 0.295 | 0.171 | 0.218
final | 0.255 | 0.151 | 0.214
==> path summary, 6_finish.rpt <==
check | depth (start not counted) | endpoint | startpoint | slack, ns
worst min register to register | 1 | pos_count[0] | pos_count[0] | 0.40
worst max register to register | 4 | pos_count[0] | pos_count[0] | 0.08
worst min-delay path | 1 | pos_count[0] | pos_count[0] | 0.40
worst max-delay path | 4 | out | neg_count[0] | -0.79
==> cell usage after synthesis (all sizes together) <==
master | n | area, um^2
dfxtp | 4 | 80.1
nor3b | 4 | 45.1
inv | 3 | 11.3
ha | 2 | 25.0
or2 | 1 | 6.26
==> sequential cells by signal, indices dropped and copies added, names as in the netlist <==
| name | cells |
|---|---|
| neg_count | 2 |
| pos_count | 2 |
==> metal layers <==
layer,vias to the layer above,track usage
met5,-,0
met4,0,0.00528
met3,0,0.0284
met2,6,0.0144
met1,60,0.00797
li1,68,-
==> per-stage QoR <==
| step | TNS, ns | instance area [um^2] | setup slack [ns] | total power [mW] | instances |
|---|---|---|---|---|---|
| final | -0.794 | 322 | -0.794 | 0.619 | 72 |
| after global routing | -0.867 | 322 | -0.867 | 0.683 | 72 |
| after CTS | -0.812 | 313 | -0.812 | 0.634 | 71 |
| after detailed placement | -1.76 | 289 | -0.797 | 0.393 | 66 |
| after global placement | -1.65 | 289 | -0.791 | 0.384 | 66 |
| after floorplan | -0.379 | 181 | -0.379 | 0.322 | 14 |
==> critical path, cell delays in order (launching register included) <==
cell	delay [ns]
sky130_fd_sc_hd__dfxtp_2	0.32
sky130_fd_sc_hd__inv_2	0.04
sky130_fd_sc_hd__ha_4	0.14
sky130_fd_sc_hd__or2_1	0.19
sky130_fd_sc_hd__buf_2	0.11
==> cell type report <==
class / instances / area [um^2]
Antenna cell: 1 / 2.50
Clock buffer: 4 / 26.3
Clock inverter: 2 / 7.51
Fill cell: 401 / 3090
Inverter: 2 / 7.51
Multi-Input combinational cell: 7 / 93.8
Sequential cell: 4 / 82.6
Tap cell: 46 / 57.6
Timing Repair Buffer: 6 / 43.8
==> what timing repair did <==
action | in CTS | in global routing
pin swaps | 0 | 0
setup buffers | 0 | 0
resized | 4 | 2
setup endpoints to repair | 3 | 2
==> kinds of logic after synthesis <==
kind of cell,share of synthesized area
adders and majority gates,0.149
and+or+nand+nor,0.306
buffers and inverters,0.0672
DFF,0.478
Power is estimated from default activity; no workload was simulated.
