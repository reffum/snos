==> design.v <==
package common;
   localparam I2S_BITS = 32;
   typedef enum   logic {REF_x48, REF_x44} Reference;
   typedef enum   logic [1:0]  { x1, x2, x4, x8 } BITRATE;
   typedef enum   logic [1:0]  { b16, b24, b32 } BITNUM;
   typedef enum   logic [1:0] {NOS16, NOS18, NOS20, NOS24} NOS_BITNUM;
   typedef struct packed {
      logic 	  bck;
      logic 	  lrck;
      logic 	  data;
   } I2S;
   typedef enum   logic [2:0]	  
		  {
		   MCLK_256fs,
		   MCLK_384fs,
		   MCLK_512fs,
		   MCLK_768fs,
		   MCLK_1024fs
		   } MCLK;
endpackage  
module signal_indicator
  (
   input clk,
   input resetn,
   input in,
   output out
   );
   parameter shortint unsigned C_MAX = 10_000;
   logic  in_d1, in_d2;
   shortint unsigned cnt_cs, cnt_ns;
   always_ff @(posedge clk) begin
      in_d1 <= in;
      in_d2 <= in_d1;
   end
   always_ff @(posedge clk, negedge resetn)
     if(!resetn)
       cnt_cs <= 0;
     else
       cnt_cs <= cnt_ns;
   always_comb begin
      if(in_d1 != in_d2)
	cnt_ns <= C_MAX;
      else if(cnt_cs > 0)
	cnt_ns = cnt_cs - 16'd1;
      else
	cnt_ns = cnt_cs;
   end
   assign out = cnt_cs > 0 ? 1'b1 : 1'b0;
endmodule  
==> run.sh <==
#!/bin/bash
# OpenROAD 26Q1-2900-gdf79404cd8, Yosys 0.63+post, stock flow scripts
make -C /OpenROAD-flow-scripts/flow DESIGN_CONFIG=/design/flow/config.mk WORK_HOME=/design/flow/orfs finish
==> config.mk <==
export PLATFORM = sky130hd
export DESIGN_NAME = signal_indicator
export DESIGN_NICKNAME = signal_indicator
export VERILOG_FILES = /design/flow/design.v
export SDC_FILE = /design/flow/constraint.sdc
export NUM_CORES = 4
export LEC_CHECK = 1
export CORE_AREA = 10 10 76 76
export DIE_AREA = 0 0 86 86
==> constraint.sdc <==
current_design signal_indicator

set clk_period 7.0
set clk_io_pct 0.2

create_clock -name clk0 -period $clk_period [get_ports {clk}]

set non_clock_inputs [all_inputs -no_clocks]
set_input_delay [expr $clk_period * $clk_io_pct] -clock clk0 $non_clock_inputs
set_output_delay [expr $clk_period * $clk_io_pct] -clock clk0 [all_outputs]
==> results_dict.tcl <==
# flow metrics
set metrics [dict create \
    status "finished clean" \
    postCtsHoldBufs 0 \
    setup_viol 0 \
    die-area_um2 7400 \
    cts_setup_buffers 0 \
    slowest_stage "and4_1" \
    ys_area_um2 1000 \
    cts_buffers 3 \
    min_path_cells 0 \
    htreeDepth 1 \
    syn_to_final_growth_pct 14.0 \
    holdCritPathClass "flip-flop to flip-flop" \
    num_rows 23 \
    r2r_setup_slack_ns 4.93 \
    tns_ns 0 \
    fp_util_pct 24.3 \
    die_h_um 86 \
    grt_pass1_wl_um 3520 \
    syn_inst 101 \
    min_from "in_d1$_DFF_P_" \
    first_pass_iters 4 \
    wire_per_inst_um 12.4 \
    core_um2 4120 \
    clock.fmax_mhz 276 \
    cts_root_buf "clkbuf_8" \
    cts_tree "yes" \
    crit_family "simple AND/OR/NAND/NOR gates" \
    cp.arrival_ns 2.23 \
    gp_congestion 0.851 \
    finalMaxSlewViolations 0 \
    postCtsResizedCells 0 \
    antenna_cells 0 \
    cp_data_required_time_ns 5.60 \
    avgViaCountPerCell 5.07 \
    die_x_um 86 \
    hold_slack_ns 0.390 \
    synth_flops 18 \
    cts.clk_slew.worst_paths_ns 0.07 \
    max_stage_delay_ns 0.52 \
    fin_ws_ns 3.37 \
    synthTopCellsByArea "dfrtp_1 40%, a21oi_1 4.5%, nor4_4 4.3%" \
    ant_nets 0 \
    crit_fanout 10 \
    ys.warnings.count 1 \
    worst_slew_pin_slew_ns 0.759 \
    fin_worst_skew_ns 0.00109 \
    dp_hpwl_um 1340 \
    top_area_share_pct 40.0 \
    timing.slew.headroom_pct 49.0 \
    clock-sinks 18 \
    antenna_found_initial 0 \
    vias 796 \
    clock_path_buffers 2 \
    clock.latency.late_pin_ns 0.25 \
    reg2reg_from "cnt_cs[0]$_DFFE_PN0P_" \
    synthDistinctLibCells 37 \
    grt_max_degree 17 \
    ys_seq_share_pct 44.0 \
    rr_endpoint "cnt_cs[15]$_DFFE_PN0P_" \
    crit_path_end_kind "output pin" \
    critPathKind "flip-flop to output pin" \
    routed_wl_um 1940 \
    p_per_area_nw_per_um2 253 \
    synth_area_per_cell_um2 9.91 \
    hold_end "in_d2$_DFF_P_" \
    grt_pass1_vias 773 \
    cp_num_buf_inv 1 \
    grt.total_usage_pct 5.45 \
    rr_worst_depth 6 \
    vdd_drop_max_uv 106 \
    crit_chain "nor4_4 -> and4_1 -> nand2_4 -> clkdlybuf4s50_1" \
    rsz0062_at_grt "false" \
    layout-drive-gt1-share_pct 13.1 \
    p_leak_nw 0.433 \
    drt_iter0_drc 39 \
    final_util_pct 27.7 \
    ys_cells 101 \
    drc_errors 0 \
    synth_area_um2 1000 \
    fin_crit_ns 3.63 \
    pre_cts_slack_ns 3.66 \
    critPathLaunchType "flip-flop" \
    mostFrequentLayoutCell "dfrtp_1" \
    cap_violations 0 \
    finalHoldViolCount 0 \
    layout_top_cells "16 x dfrtp_1, 9 x a21oi_1, 8 x nor2_1" \
    netlist.top_cell.by_area "dfrtp_1" \
    io_pins 4 \
    grt-ovfl-total 0 \
    warnings 25 \
    place.port_buffers 3 \
    fin_crit_sh_pct 51.8 \
]
[how the worst max path moves through the flow]
stage | from | end | slack, ns | depth (start not counted)
finish | cnt_cs[6]$_DFFE_PN0P_ | out | 3.37 | 4
global route | cnt_cs[12]$_DFFE_PN0P_ | out | 3.21 | 4
CTS | cnt_cs[6]$_DFFE_PN0P_ | out | 3.36 | 4
[through the flow]
stage               total power, W  area, um2  instances
detailed placement        0.000205       1090        153
finish                    0.000289       1140        157
global route              0.000309       1140        157
global placement          0.000202       1090        153
CTS                       0.000291       1140        157
floorplan                 0.000187       1000        101
[kinds of logic (layout without fill, tap and decap cells)]
kind of cell / Yosys count / in the layout / share of synthesized area (%)
muxes: 4 / 4 / 4.00
AOI/OAI and AO/OA: 28 / 28 / 18.5
buffers and inverters: 6 / 12 / 3.00
xor gates and xnor gates: 2 / 2 / 1.75
adders and majority gates: 1 / 1 / 1.25
and+or+nand+nor: 42 / 42 / 27.5
DFF: 18 / 18 / 44.0
[synthesized netlist by cell type, drive strengths merged]
cell type and n:
o311ai 1, buf 1, o31ai 2, dfxtp 2
nor4 3, xnor2 1, nand3 4, clkbuf 1
a2111o 1, nand4b 1, nand4 3, and3 1
nand2b 3, a21oi 9, nor3 4, and4 1
o21ai 7, dfrtp 16, nor3b 1, a211oi 2
nor2 8, and2 1, ha 1, inv 4
nand2 6, mux2i 4, a31o 2, or3 4
o41ai 2, a211o 1, nand3b 2, xor2 1
a31oi 1
[layer usage]
metal / global-route usage (%) / wire (um) / up-vias / share of wire (%)
li1: - / - / 395 / -
met1: 7.89 / 1000 / 388 / 52
met2: 8.45 / 870 / 13 / 45
met3: 1.14 / 69 / 0 / 3.5
met4: 0.449 / 0 / 0 / 0
met5: 0 / 0 / - / 0
[final cells by class]
| cell class | count | area [um2] |
|---|---|---|
| Fill cell | 421 | 2970 |
| Multi-Input combinational cell | 77 | 531 |
| Sequential cell | 18 | 440 |
| Tap cell | 50 | 62.6 |
| Clock buffer | 4 | 55.1 |
| Timing Repair Buffer | 4 | 37.5 |
| Inverter | 4 | 15.0 |
[state kept, by name, indices dropped and copies added (netlist names)]
| name | count |
|---|---|
| cnt_cs | 16 |
| in_d1 | 1 |
| in_d2 | 1 |
[power breakdown]
group          leakage, nW  internal [W]  switching [W]  total (W)
registers            0.211      0.000116      0.0000193   0.000135
clock network       0.0288     0.0000499      0.0000344  0.0000843
logic                0.194     0.0000289      0.0000409  0.0000698
Power is estimated from default activity; no workload was simulated.
