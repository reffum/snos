`./run.sh`:
```
#!/bin/bash
# OpenROAD 26Q1-2900-gdf79404cd8, Yosys 0.63+post, stock flow scripts
make -C /OpenROAD-flow-scripts/flow DESIGN_CONFIG=/design/flow/config.mk WORK_HOME=/design/flow/orfs finish
```
`./config.mk`:
```
export PLATFORM = sky130hd
export DESIGN_NAME = rj_transceiver
export DESIGN_NICKNAME = rj_transceiver
export VERILOG_FILES = /design/flow/design.v
export SDC_FILE = /design/flow/constraint.sdc
export NUM_CORES = 4
export LEC_CHECK = 1
export CORE_UTILIZATION = 50
```
`./constraint.sdc`:
```
current_design rj_transceiver

set clk_period 2.4
set clk_io_pct 0.2

create_clock -name clk0 -period $clk_period [get_ports {clk}]

set non_clock_inputs [all_inputs -no_clocks]
set_input_delay [expr $clk_period * $clk_io_pct] -clock clk0 $non_clock_inputs
set_output_delay [expr $clk_period * $clk_io_pct] -clock clk0 [all_outputs]
```
`./design.v`:
```
package common;
   localparam I2S_BITS = 32;
   typedef enum   logic {REF_x48, REF_x44} Reference;
   typedef enum   logic [1:0]  { x1, x2, x4, x8 } BITRATE;
   typedef enum   logic [1:0]  { b16, b24, b32 } BITNUM;
   typedef enum   logic [1:0] {NOS16, NOS18, NOS20, NOS24} NOS_BITNUM;
   typedef struct packed {
      logic 	  bck;
      logic 	  lrck;
      logic 	  data;
   } I2S;
   typedef enum   logic [2:0]	  
		  {
		   MCLK_256fs,
		   MCLK_384fs,
		   MCLK_512fs,
		   MCLK_768fs,
		   MCLK_1024fs
		   } MCLK;
endpackage  
import common::*;
module rj_transceiver
  (
   input 		  clk,
   input [I2S_BITS*2-1:0] data,
   input 		  start,
   output logic 	  lrck, bck, d
   );
   parameter BITS = 24;
   logic [I2S_BITS*2-1:0] sr_ns, sr_cs;
   always_ff @(posedge clk) 
     sr_cs <= sr_ns;
   always_comb begin
      automatic logic [BITS-1:0] l,r;
      l = data[I2S_BITS*2-1:2*I2S_BITS-BITS];
      r = data[I2S_BITS-1:I2S_BITS-BITS];
      if(start)
	sr_ns <= { {(I2S_BITS-BITS){1'b0}}, l, 
		   {(I2S_BITS-BITS){1'b0}}, r};
      else
	sr_ns <= {sr_cs[$size(sr_cs)-2:0], 1'b0};
   end
   byte bit_cnt_cs, bit_cnt_ns;
   always_ff @(posedge clk)
     bit_cnt_cs <= bit_cnt_ns;
   always_comb begin
      if(start || bit_cnt_cs == I2S_BITS*2-1)
	bit_cnt_ns <= 0;
      else
	bit_cnt_ns <= bit_cnt_cs + 8'd1;
   end
   assign bck = ~clk;
   assign d = sr_cs[$size(sr_cs)-1];
   always_comb
     if(bit_cnt_cs < I2S_BITS)
       lrck <= 1'b1;
     else
       lrck <= 1'b0;
endmodule  
```
==> reports/results.ini <==
[yosys]
yosys_area_mm2=0.00233
yosys_warnings=1
most_common_cell=dfxtp_1
synth_flops=72
top_area_cell=dfxtp_1
syn_inst=176
synthFlopType=dfxtp_1
syn_area_mm2=0.00233
ys_cells=176
area_leaders=dfxtp_1 62%, mux2_2 23%, nor2b_1 4.6%
avgSynthCellArea_um2=13.2
top_cells_by_count=72 x dfxtp_1, 47 x mux2_2, 17 x nor2b_1
synth-async-reset-ratio=0
synth.top_cell.area_share=0.619
yosysSeqAreaShare=0.619
synth_cell_types=25
enable_flop_cells=0

[floorplan]
dieArea_mm2=0.00493
ios=69
die_x_um=70.2
die_h_um=70.2
core-area_mm2=0.00441
fp_util=0.527
num_rows=24

[worst_setup_path]
critPathRequiredTime_ns=1.92
criticalPathCategory=clock port to output pin
r2r_cells=3
end_kind=output pin
critPathLaunchType=clock port
cp.arrival_ns=1.88
reg2reg_from=bit_cnt_cs[2]
r2r_slack_ns=1.22
rr_endpoint=bit_cnt_cs[7]
crit_fanout=17

[grt]
grt_max_degree=73
grt_pass1_vias=1273
grt_util_all_layers=0.143
overflow=0
grt_pass1_wl_mm=5.42
grt_antenna_before_repair=0

[placed_design]
port_buffers=52
place_congestion=0.740
dp_hpwl_mm=1.91

[drt]
antenna_left=0
drt-initial-drc-count=62
wl_per_cell_um=10.9
antennaDiodeCount=0
first_pass_iters=4
drc=0
routed_wl_mm=3.14
num_vias=1349
vias_per_cell=4.68

[worst_hold_path]
min_path_cells=1
hold_class=flip-flop to flip-flop
hp-start=sr_cs[0]
min_to=sr_cs[1]

[timing]
whs_ns=0.309
tightest_slew_ns=0.325
finalSetupViolCount=0
hold_violations=0
fin_tns_setup_ns=0
maxSlewHeadroom=0.783
skew_ns=0.175
grt_setup_unrepaired=no
finalMaxSlewViolations=0

[run]
warnings=44
max_cap_violations=0

[clock_tree]
cts_hold_buf=0
cts_tree=yes
numCtsBuffers=9
cts_repair_resize_count=0
root_buffer=clkbuf_8
post_cts.repair.setup_buffers=0
clock.latency.late_pin_ns=0.36
clk_path_buf_depth=2
htree_levels=3
path_clk_slew_ns=0.13

[power]
power.leakage_nw=1.21
powerDensity_mw_per_mm2=756
ir_drop_mv=0.641

[layout]
drive_above_1_share=0.267
fillers=308
syn_to_final_growth_pct=30.7

[outcome]
status=finished clean

where the power goes:
part	internal [mW]	switching (mW)	total, mW
clock network	0.413	0.364	0.777
registers	1.29	0.0238	1.31
logic	0.154	0.0543	0.208
total	1.86	0.442	2.30
per-stage QoR:
stage               total power [mW]  utilization  std cells  setup WS [ns]  area (um^2)
detailed placement              1.58        0.654        273          0.257         2890
global placement                1.57        0.654        273          0.257         2890
global route                    2.42        0.689        288        0.00729         3040
floorplan                       1.45            -        176          0.707         2330
finish                          2.30        0.689        288         0.0410         3040
CTS                             2.34        0.689        288         0.0267         3040
cells by family after synthesis:
group / after synthesis / share of synthesized area
compound gates: 4 / 0.0151
xor+xnor: 3 / 0.0113
fa+ha+maj: 1 / 0.00538
buf+inv: 11 / 0.0231
flops: 72 / 0.619
mux: 49 / 0.238
simple gates: 36 / 0.0876
worst max-delay path, cell delays in order:
cell and delay (ns):
clkbuf_8 0.17, inv_1 0.06, clkdlybuf4s50_1 0.45
worst max-delay path by stage:
stage	from	end	slack [ns]	cells after the start
4_1_cts	clk	bck	0.03	3
5_1_grt	clk	bck	0.007	3
6_report	clk	bck	0.04	3
state kept, by name (all words and copies together) (netlist names):
signal,flops
sr_cs,64
bit_cnt_cs,8
cell type report:
type,instances,area [um^2],area share
clock buffer,13,155,0.0510
clock inverter,4,15.0,0.00494
inverter,2,7.51,0.00247
multi-input combinational,93,832,0.274
sequential,72,1440,0.474
tap,52,65.1,0.0214
timing repair buffer,52,526,0.173
cells in the final DEF, fill, tap and decap left out, types with 2 or more instances in the layout:
master,n
clkbuf_1,2
clkbuf_8,10
clkdlybuf4s50_1,51
dfxtp_1,72
inv_1,6
mux2_2,47
nand2_1,3
nand3_1,2
nor2_1,8
nor2b_1,17
xnor2_1,2
routing by layer:
| layer | track usage | routed length [um] | up-vias |
|---|---|---|---|
| li1 | - | - | 698 |
| met1 | 0.241 | 1530 | 615 |
| met2 | 0.219 | 1440 | 34 |
| met3 | 0.0190 | 155 | 2 |
| met4 | 0.00667 | 17 | 0 |
| met5 | 0 | 0 | - |
Power and IR drop assume default switching activity.
